$ cat /design/flow/run.sh
#!/bin/bash
# OpenROAD 26Q1-2900-gdf79404cd8, Yosys 0.63+post, stock flow scripts
make -C /OpenROAD-flow-scripts/flow DESIGN_CONFIG=/design/flow/config.mk WORK_HOME=/design/flow/orfs finish
$ cat /design/flow/config.mk
export PLATFORM = sky130hd
export DESIGN_NAME = ASYNC_FIFO
export DESIGN_NICKNAME = ASYNC_FIFO
export VERILOG_FILES = /design/flow/design.v
export SDC_FILE = /design/flow/constraint.sdc
export NUM_CORES = 4
export LEC_CHECK = 1
export CORE_UTILIZATION = 50
$ cat /design/flow/constraint.sdc
current_design ASYNC_FIFO

set clk_period 3.3
set clk_io_pct 0.2

create_clock -name clk0 -period $clk_period [get_ports {rclk}]
create_clock -name clk1 -period $clk_period [get_ports {wclk}]

set non_clock_inputs [all_inputs -no_clocks]
set_input_delay [expr $clk_period * $clk_io_pct] -clock clk0 $non_clock_inputs
set_output_delay [expr $clk_period * $clk_io_pct] -clock clk0 [all_outputs]
$ cat /design/flow/design.v
module ASYNC_FIFO #(
    parameter DEPTH = 8,
    parameter WIDTH = 8
) (
    input wclk,
    input rclk,
    input wrstn,
    input rrstn,
    input [WIDTH-1:0] wdata,
    input wen,
    output logic full,
    output logic [WIDTH-1:0] rdata,
    input ren,
    output logic empty
);
    localparam int PTR_WIDTH = $clog2(DEPTH) + 1;  
    logic [PTR_WIDTH-1:0] wptr, rptr;  
    logic [PTR_WIDTH-1:0] wptr_gray, rptr_gray;  
    logic [PTR_WIDTH-1:0] wptr_gray_sync1, rptr_gray_sync1;  
    logic [PTR_WIDTH-1:0] wptr_gray_sync2, rptr_gray_sync2;  
    logic [WIDTH-1:0] mem [0:DEPTH-1];
    always@(posedge wclk or negedge wrstn) begin
        if (!wrstn) begin
            {rptr_gray_sync2, rptr_gray_sync1} <= 0;
        end
        else begin
            {rptr_gray_sync2, rptr_gray_sync1} <= {rptr_gray_sync1, rptr_gray};
        end
    end
    always@(posedge wclk or negedge wrstn) begin
        if (!wrstn) begin
            wptr <= 0;
        end
        else if (wen & !full) begin
            wptr <= wptr + 1;
        end
    end
    always@(posedge wclk or negedge wrstn) begin
        if (!wrstn) begin
            int i;
            for (i=0; i<DEPTH; i++) begin
                mem[i] <= 0;
            end
        end
        else if (wen & !full) begin
            mem[wptr[PTR_WIDTH-2:0]] <= wdata;
        end
    end
    assign wptr_gray = wptr ^ (wptr >> 1);
    assign full = (wptr_gray == {~rptr_gray_sync2[PTR_WIDTH-1:PTR_WIDTH-2], rptr_gray_sync2[PTR_WIDTH-3:0]});
    always@(posedge rclk or negedge rrstn) begin
        if (!rrstn) begin
            {wptr_gray_sync2, wptr_gray_sync1} <= 0;
        end
        else begin
            {wptr_gray_sync2, wptr_gray_sync1} <= {wptr_gray_sync1, wptr_gray};
        end
    end
    always@(posedge rclk or negedge rrstn) begin
        if (!rrstn) begin
            rptr <= 0;
        end
        else if (!empty && ren) begin
            rptr <= rptr + 1;
        end
    end
    assign rptr_gray = rptr ^ (rptr >> 1);
    assign rdata = mem[rptr[PTR_WIDTH-2:0]];
    assign empty = (rptr_gray == wptr_gray_sync2);
    initial rptr = 0;
    initial rptr_gray_sync1 = 0;
    initial rptr_gray_sync2 = 0;
    initial wptr = 0;
    initial wptr_gray_sync1 = 0;
    initial wptr_gray_sync2 = 0;
endmodule
==> run notes <==
yosys + openroad results -> Setup Crit Path Kind=flip-flop to output pin, crit path max fanout=11, register area=2200 µm², Worst EP arrival=2.50 ns, Yosys Instances=288, P_leak=2.16 nW, row cnt=33, Post-Syn Area=4220 µm², post-route setup TNS=0 ns, EDFF count, synth=0, n_diodes=0, Slowest-stage cell, CP=or4_4, Post-synth regs=88, initial antenna violation count=0, CP required=2.64 ns, Critical Path Sink Type=output pin, endpoints failing hold=0, Top cell by count, worst path=inv_1, Post-DRT Antenna Nets=0, status=completed, DR WL/cell=20.1 µm, fp_density=0.516, R2R depth=6, Comb gate area=1860 µm², Die Area=8810 µm², Hold Path End=wptr_gray_sync2[1], largest delay contributor family on the critical path=simple AND/OR/NAND/NOR gates, DRT iter0 DRCs=107, Total GRT Usage=0.221, largest net degree at the start of global routing=58, Slew HR=0.496, Top FF cell, synth=dfrtp_1, hold_buf cts=0, core area=8180 µm², Worst path max stage delay=0.61 ns, chip width=93.9 µm, GP Congestion=0.760, hold path start=wptr_gray_sync1[1], Async SR Flop Fraction=1.00, post-DP HPWL=5.25 mm, R2R Path End=mem[1][5], drt total wl=8.49 mm, Log Warnings=36, YS chip area=4220 µm², Area growth syn-to-layout=13.4%, Top cells by area=dfrtp_1 52%, mux2_4 20%, ha_1 4.7%, fillers=648, FF-to-FF Start=wptr[0], final setup violating endpoints=0, worst slew pin tran=0.756 ns, Reg clk slew, reported paths=0.08 ns, yosys warns=2, first-pass GRT wire length=13.5 mm, area share, top type=0.522, Port Buf Inserts=22, fin util=0.585, Cell Pwr Density=1110 nW/µm², first-pass detailed-route iteration total=5, Bufs and invs on worst path=3, critical path launch point type=flip-flop, Hold WC Path Type=flip-flop to flip-flop, Ports=24, max-cap viol count=0, Slew Viols, Final=0, sequential share of the synthesized area=0.522, die y size=93.9 µm, ratio of cells with drive above 1 in the final layout=0.336, distinct lib cells=34, syn avg cell area=14.6 µm², drt drc=0, CTS tree=built, crit-path cells=inv_1, ha_1, xor2_1, or4_4, inv_1, clkdlybuf4s50_1, vias in the first global route=2401, drt via density=5.52, Max VDD drop=500 µV, area leader, netlist=dfrtp_1, GRT overflow=0, final setup skew=0.00996 ns, Cells after Synth=288, RSZ-0062 raised after global routing=no, vias=2333, Worst R2R Setup Slack=0.69 ns, Clock Sink Count=88, Hold Path Depth=0
## worst max path at each step
stage	startpoint	end	slack [ns]	depth (start not counted)
finish	wptr[0]	full	0.14	6
global route	wptr[0]	full	0.02	6
CTS	wptr[0]	full	0.07	6
## registers in the layout, indices dropped and copies added (netlist names)
register / count
mem: 64
rptr: 4
rptr_gray_sync1: 4
rptr_gray_sync2: 4
wptr: 4
wptr_gray_sync1: 4
wptr_gray_sync2: 4
## cells in the mapped netlist (2+ instances only)
cell type	instances
nor2b_1	2
buf_6	8
dfrtp_1	88
inv_1	8
a41oi_1	7
clkbuf_1	9
xor2_1	5
nand2_1	12
a32oi_1	3
a222oi_1	7
and2_1	2
and3_4	5
mux2i_1	3
and3_1	4
nor2_1	10
xnor2_1	7
ha_1	16
a22o_1	7
a31oi_1	2
mux2_2	14
mux2_4	56
## placed cells by master, fill, tap and decap left out, types with 3 or more instances in the layout
cell type        synthesis  routed
nand2_1                 12      12
mux2i_1                  3       3
a41oi_1                  7       7
a22o_1                   7       7
a32oi_1                  3       3
bufinv_16                0       3
buf_4                    0       7
clkdlybuf4s50_1          0      21
a222oi_1                 7       7
mux2_2                  14      14
and3_1                   4       4
inv_1                    8       8
and3_4                   5       5
nor2_1                  10      10
xnor2_1                  7       7
xor2_1                   5       5
clkbuf_8                 0      13
ha_1                    16      16
dfrtp_1                 88      86
mux2_4                  56      56
## stage by stage
step / setup WS (ns) / hold slack [ns] / std cells / power, mW / area [µm²]
after detailed placement: 0.277 / 0.335 / 403 / 4.30 / 4480
after global routing: 0.0168 / 0.354 / 423 / 5.67 / 4780
after floorplan: 0.612 / 0.331 / 288 / 3.57 / 4220
after global placement: 0.308 / 0.333 / 403 / 4.29 / 4480
final: 0.137 / 0.347 / 423 / 5.33 / 4780
after CTS: 0.0703 / 0.350 / 423 / 5.36 / 4780
## routing by layer
layer,vias to the layer above,global-route usage,share of wire
li1,1081,-,-
met1,1187,0.366,0.48
met2,54,0.304,0.44
met3,11,0.0733,0.063
met4,0,0.0321,0.015
met5,-,0,0
## area by class of cell
cell class | count | area share
Clock buffer | 14 | 0.0382
Clock inverter | 6 | 0.0233
Inverter | 8 | 0.00628
Multi-Input combinational cell | 174 | 0.389
Sequential cell | 88 | 0.461
Tap cell | 105 | 0.0275
Timing Repair Buffer | 28 | 0.0549
## cells by family (layout without fill, tap and decap cells)
kind of cell / after synthesis / after routing / synth area share
flops: 88 / 88 / 0.522
mux: 73 / 73 / 0.244
simple gates: 41 / 41 / 0.0558
compound gates: 31 / 31 / 0.0632
buf+inv: 26 / 56 / 0.0377
fa+ha+maj: 16 / 16 / 0.0474
xor+xnor: 13 / 13 / 0.0302
## repair_timing
action / CTS / global route
setup endpoints to repair: 1 / 1
setup buffers: 0 / 0
resized: 1 / 2
endpoints found under the hold margin: 0 / 0
## where the power goes
group          leakage, nW  internal [mW]  total, mW  switching (mW)
logic                0.969           1.43       2.34           0.914
registers             1.05           1.64       1.97           0.336
clock network        0.146          0.609       1.01           0.401
total                 2.16           3.68       5.33            1.65
No activity file was given, so power comes from the tool's default toggle rates.
