`design.v`:
```
module AXIS_SYNC_FIFO #(
    parameter DEPTH = 16,
    parameter WIDTH = 8
) (
    input clk,
    input rstn,
    input [WIDTH-1:0] s_axis_tdata,
    input s_axis_tvalid,
    output logic s_axis_tready,
    output logic [WIDTH-1:0] m_axis_tdata,
    output logic m_axis_tvalid,
    input m_axis_tready
);
    logic full, empty;
    SYNC_FIFO #(DEPTH, WIDTH) sync_fifo (
        .clk(clk),
        .rstn(rstn),
        .wdata(s_axis_tdata),
        .wen(s_axis_tvalid),
        .full(full),
        .rdata(m_axis_tdata),
        .ren(m_axis_tready),
        .empty(empty)
    );
    assign s_axis_tready = !full;
    assign m_axis_tvalid = !empty;
endmodule
module SYNC_FIFO #(
    parameter integer DEPTH = 16,
    parameter integer WIDTH = 8
) (
    input clk,
    input rstn,
    input [WIDTH-1:0] wdata,
    input wen,
    output logic full,
    output logic [WIDTH-1:0] rdata,
    input ren,
    output logic empty
);
    localparam int PTR_WIDTH = $clog2(DEPTH) + 1;  
    logic [PTR_WIDTH-1:0] wptr, rptr;
    logic [WIDTH-1:0] mem [0:DEPTH-1];
    always@(posedge clk) begin
        if (!rstn) begin
            int i;
            for (i=0; i<DEPTH; i++) begin
                mem[i] <= 0;
            end
        end
        else if (!full && wen) begin
            mem[wptr[PTR_WIDTH-2:0]] <= wdata;
        end
    end
    always@(posedge clk) begin
        if(!rstn) begin
            wptr <= 0;
        end
        else if (!full && wen) begin
            wptr <= wptr + 1;
        end
    end
    always@(posedge clk) begin
        if(!rstn) begin
            rptr <= 0;
        end
        else if (!empty && ren) begin
            rptr <= rptr + 1;
        end
    end
    assign full = {~wptr[PTR_WIDTH-1], wptr[PTR_WIDTH-2:0]} == rptr;
    assign empty = wptr == rptr;
    assign rdata = mem[rptr[PTR_WIDTH-2:0]];
    logic past_valid;
    initial past_valid = 0;
    always@(posedge clk)
        past_valid <= 1;
    initial wptr = 0;
    initial rptr = 0;
endmodule
```
`config.mk`:
```
export PLATFORM = sky130hd
export DESIGN_NAME = AXIS_SYNC_FIFO
export DESIGN_NICKNAME = AXIS_SYNC_FIFO
export VERILOG_FILES = /design/flow/design.v
export SDC_FILE = /design/flow/constraint.sdc
export NUM_CORES = 4
export LEC_CHECK = 1
export CORE_UTILIZATION = 40
```
`run.sh`:
```
#!/bin/bash
# OpenROAD 26Q1-2900-gdf79404cd8, Yosys 0.63+post, stock flow scripts
make -C /OpenROAD-flow-scripts/flow DESIGN_CONFIG=/design/flow/config.mk WORK_HOME=/design/flow/orfs finish
```
`constraint.sdc`:
```
current_design AXIS_SYNC_FIFO

set clk_period 8.5
set clk_io_pct 0.2

create_clock -name clk0 -period $clk_period [get_ports {clk}]

set non_clock_inputs [all_inputs -no_clocks]
set_input_delay [expr $clk_period * $clk_io_pct] -clock clk0 $non_clock_inputs
set_output_delay [expr $clk_period * $clk_io_pct] -clock clk0 [all_outputs]
```
==> changes_impl.md <==
## Implementation

* Overall routed net length at 15400 um
* Total met3 wirelength after detailed routing at 1790 um
* Critical path cell sequence: buf_4 -> mux4_2 -> nor2b_1 -> a211oi_1 -> a21oi_1 -> clkdlybuf4s50_1
* Layout cell share with drive strength beyond 1 at 0.178
* Total half-perimeter wirelength after legalization and detailed placement at between 9000 and 10000 um
* Unrepaired setup endpoints after global routing: no
* Syn avg cell area at 13.6 um2
* Post-cts hold buffer count at 0
* Sinks on Clock Net at 138
* Slowest stage delay, CP at between 0.5 and 0.6 ns
* Required @ worst endpoint at 6.80 ns
* Placeable Area at 16500 um2
* Tally of buffers added on design ports at 21
* Post-synthesis chip area from yosys at around 6700 um2
* Fin crit share at 0.545
* CTS clk-pin slew, worst paths at 0.06 ns
* Cell count after synthesis at between 400 and 500
* Master cell of the clock root buffer: sky130_fd_sc_hd__clkbuf_16
* Tally of max-capacitance violations at 0
* Yosys warning tally at 1
* Vias at 4012
* Global-route wire length before repair at 24000 um
* Highest routed layer: met4
* Total leakage power at between 0.002 and 0.003 uW
* Vertical extent of the die at between 100 and 150 um
* Number of warning messages in the logs at 28
* Placed cell area at 7100 um2
* Clock buffers created by TritonCTS at 17
* Synthesis-to-layout area growth at 13.7%
* Antenna violations before repair at 0
* Number of DRC violations after detailed routing at 0
* Total overflow reported by the global router at 0
* Vias in the first global route at 4295
* Critical Path Source: sync_fifo.rptr[0]$_SDFFE_PN0P_
* Yosys stat cell total at 497
* GRT Resource Usage Total at 0.201
* Flops after synth at 138
* HP Class: flip-flop to flip-flop
* Startpoint of the worst-slack reg-to-reg timing path: sync_fifo.rptr[0]$_SDFFE_PN0P_
* Full die area at 17400 um2
* Iteration tally of the first detailed-router pass at 6
* Number of buffers and inverters on the critical path at 2
* Boundary pin count at 22
* HP Start: sync_fifo.rptr[4]$_SDFFE_PN0P_
* Detail-routed via count per cell at ~5.3
* Master of the slowest instance on the critical path: sky130_fd_sc_hd__mux4_2
* Post-CTS repair timing setup buffer count at 0
* Peak supply drop at 0.000156 V
* Pre-Place Util at 0.408
* Least-Margin Pin Slew at 0.752 ns
* Met1 Routed Length at approximately 5700 um
* Number of routed nets with antenna violations at 0
* Drt first-iter violations at 328
* Wirelength per Cell at 20.2 um
* Final min period at roughly 4.6 ns
* Area of all placed cells without fillers at 7670 um2
* Post-CTS Resized at 0
* H-tree levels at 4
* TritonCTS clock tree: built
* Routed wire length on met2 at 7580 um
* Netlist area before placement at around 6700 um2
* Final hold violation count at 0
* Finish-stage setup viols at 0
* Row count at 47
* Sequential cell area fraction in the yosys report at 0.599
* Overall die width at 132 um
* Clock Latency Late Sink at approximately 0.43 ns
* Power density normalized to cell area at ~220 nW/um2
* Relative max-transition margin at 0.493
* Kind of end point of the critical path: output pin
* Final weighted congestion of routability-driven global placement at 0.799
* Synth unique cells at 40
* Maximum achievable frequency at 216 MHz
* Final Slew Violations at 0
* Maximum number of pins on one net before global-route repair at a little over 40
* Total negative slack for setup checks at 0 ns
* Crit-path leading delay family: buffers and inverters
* Critical path type: flip-flop to output pin
* Worst Skew at 0.00665 ns
* Status: finished clean
* Crit-path max FO at 37
* Longest Clk Path Bufs at 2
* Sum of internal, switching and leakage power at ~1700 uW
* Number of antenna diodes at 0
* Final Util at 0.464
* Data arrival, critical path at 2.93 ns
* Crit start category: flip-flop
-- Yosys cell counts --
cell type	n	share of area
sky130_fd_sc_hd__dfxtp_1	10	0.030
sky130_fd_sc_hd__buf_6	16	0.027
sky130_fd_sc_hd__ha_1	5	0.0093
sky130_fd_sc_hd__xor2_1	1	0.0013
sky130_fd_sc_hd__o21ai_4	1	0.0024
sky130_fd_sc_hd__nand4_1	3	0.0028
sky130_fd_sc_hd__edfxtp_1	128	0.57
sky130_fd_sc_hd__o211ai_1	1	0.0011
sky130_fd_sc_hd__inv_1	4	0.0022
sky130_fd_sc_hd__clkbuf_8	1	0.0020
sky130_fd_sc_hd__bufbuf_8	1	0.0028
sky130_fd_sc_hd__nand4_4	1	0.0032
sky130_fd_sc_hd__xnor2_2	4	0.0096
sky130_fd_sc_hd__mux4_1	11	0.043
sky130_fd_sc_hd__mux2i_1	18	0.027
sky130_fd_sc_hd__a211oi_2	2	0.0037
sky130_fd_sc_hd__buf_2	3	0.0022
sky130_fd_sc_hd__o21ai_0	14	0.010
sky130_fd_sc_hd__dlygate4sd1_1	2	0.0026
sky130_fd_sc_hd__nor2_1	129	0.072
sky130_fd_sc_hd__o31ai_1	1	0.0011
sky130_fd_sc_hd__clkbuf_2	1	0.00074
sky130_fd_sc_hd__and4_1	1	0.0013
sky130_fd_sc_hd__buf_12	1	0.0030
sky130_fd_sc_hd__xnor2_4	1	0.0041
sky130_fd_sc_hd__dlymetal6s2s_1	1	0.0019
sky130_fd_sc_hd__nand3_1	1	0.00074
sky130_fd_sc_hd__nor2b_1	10	0.0093
sky130_fd_sc_hd__a21oi_1	12	0.0089
sky130_fd_sc_hd__clkbuf_1	7	0.0039
sky130_fd_sc_hd__buf_1	1	0.00056
sky130_fd_sc_hd__and2_1	1	0.00093
sky130_fd_sc_hd__mux4_2	21	0.070
sky130_fd_sc_hd__buf_4	4	0.0045
sky130_fd_sc_hd__a211oi_1	6	0.0067
sky130_fd_sc_hd__nand2_1	59	0.033
sky130_fd_sc_hd__o211ai_2	1	0.0019
sky130_fd_sc_hd__o2111ai_4	4	0.016
sky130_fd_sc_hd__a21boi_2	1	0.0017
sky130_fd_sc_hd__nand2b_1	8	0.0074
-- cell families (layout without fill, tap and decap cells) --
family                   after synthesis  in the layout  synth area share
flip-flops                           138            138             0.599
adder cells (fa/ha/maj)                5              5           0.00927
buffers and inverters                 42             85            0.0530
AND/OR/NAND/NOR                      213            213             0.130
AND-OR/OR-AND                         43             43            0.0534
multiplexers                          50             50             0.140
XOR/XNOR                               6              6            0.0150
-- layout make-up --
cell class	count	area, um2
Timing Repair Buffer	49	420
Clock buffer	17	425
Inverter	4	15.0
Sequential cell	138	4050
Tap cell	220	275
Fill cell	1401	8860
Multi-Input combinational cell	317	2340
Clock inverter	15	143
-- cells in the final DEF (no fill, tap or decap), drive strengths merged --
| master | instances |
|---|---|
| nor2 | 129 |
| edfxtp | 128 |
| nand2 | 59 |
| mux4 | 32 |
| buf | 28 |
| clkdlybuf4s50 | 21 |
| mux2i | 18 |
| clkbuf | 17 |
| o21ai | 15 |
| a21oi | 12 |
| nor2b | 10 |
| dfxtp | 10 |
| inv | 9 |
| nand2b | 8 |
| a211oi | 8 |
| clkinv | 7 |
| ha | 5 |
| xnor2 | 5 |
| o2111ai | 4 |
| nand4 | 4 |
| clkinvlp | 2 |
| o211ai | 2 |
| xor2 | 1 |
| and4 | 1 |
| and2 | 1 |
| o31ai | 1 |
| nand3 | 1 |
| a21boi | 1 |
| bufinv | 1 |
-- final timing paths --
path | slack, ns | to | cells past startpoint
setup / recovery | 3.87 | m_axis_tdata[7] | 6
hold / removal | 0.57 | sync_fifo.rptr[4]$_SDFFE_PN0P_ | 2
setup reg to reg | 5.82 | sync_fifo.mem[6][6]$_SDFFCE_PN0P_ | 6
hold reg to reg | 0.57 | sync_fifo.rptr[4]$_SDFFE_PN0P_ | 2
-- stage by stage --
| stage | hold WS, ns | setup WS (ns) | std cells |
|---|---|---|---|
| after CTS | 0.575 | 3.85 | 760 |
| after detailed placement | 0.565 | 4.30 | 728 |
| after global placement | 0.548 | 4.30 | 728 |
| final | 0.568 | 3.87 | 760 |
| after global routing | 0.622 | 3.64 | 760 |
| after floorplan | 0.527 | 4.97 | 497 |
-- worst register-to-register path, cell delays in order, from the launching register on --
cell	delay [ns]
sky130_fd_sc_hd__dfxtp_2	0.31
sky130_fd_sc_hd__buf_4	0.56
sky130_fd_sc_hd__xnor2_2	0.20
sky130_fd_sc_hd__nand4_4	0.24
sky130_fd_sc_hd__o21ai_4	0.16
sky130_fd_sc_hd__o21ai_0	0.67
sky130_fd_sc_hd__buf_4	0.26
-- power by group --
group,internal [uW],switching [uW],leakage [uW]
combinational,102,119,0.000875
clock,407,295,0.000275
sequential,769,8.38,0.00141
-- flip-flops by register name, summed over array words and instances (netlist names) --
| signal | cells |
|---|---|
| sync_fifo.wptr | 5 |
| sync_fifo.mem | 128 |
| sync_fifo.rptr | 5 |
-- layer usage --
layer | vias to the layer above | GRT usage
met5 | - | 0
met4 | 0 | 0.0349
met3 | 27 | 0.108
met2 | 181 | 0.320
met1 | 1932 | 0.258
li1 | 1872 | -
Power and IR drop assume default switching activity.
